<file path="flow/design.v">
`timescale 1ns / 1ps
module SPI_Slave_24bit_Protocol(
    input sclk, 
    input cs, 
    input mosi, 
    output miso, 
    output reg [23:0] data_in_test,
    output reg [7:0] counter_sclk, 
    output reg latch_data_write, 
    output reg [7:0] raddr,
    output reg start_tranmist
    );
    reg [15:0] mode_read_write = 16'h0001;    
    reg [15:0] config_mode = 16'h0000;
    reg [15:0] data_value = 16'h0000;
    wire RW_Select; 
    assign RW_Select = mode_read_write[0];
    always @(posedge sclk or posedge cs) begin 
        if(cs) begin counter_sclk <= 25; end
        else begin 
            if(counter_sclk >= 23) begin counter_sclk <= 0; end 
            else begin counter_sclk <= counter_sclk +1; end
        end
    end
    always @(posedge sclk or posedge cs) begin 
        if(cs) begin data_in_test <=0; raddr <= 8'h00; end 
        else begin
            data_in_test <= {data_in_test, mosi};
            if(counter_sclk == 6) begin raddr <= {data_in_test, mosi};  end 
        end 
    end 
    reg [15:0]data_transmit; 
    reg miso_start; 
    reg miso_flow;
    reg select_miso;
   always @(negedge sclk or posedge cs) begin
        if(cs) begin miso_start <=0; data_transmit<=0; start_tranmist <=0; select_miso <=0;  end 
        else begin 
            if(counter_sclk >= 7) begin 
                start_tranmist <=1;
                if(RW_Select) begin 
                    case(raddr) 
                        8'h00:
                            begin 
                                miso_start <= mode_read_write[15];
                                data_transmit <= mode_read_write;
                            end 
                        8'h01:
                            begin 
                                miso_start <= config_mode[15];
                                data_transmit <= config_mode;
                            end 
                        8'h02: 
                            begin 
                                miso_start <= data_value[15];
                                data_transmit <= data_value;
                            end
                     endcase 
                end 
                if(counter_sclk ==8) begin select_miso <=1; end 
            end 
        end
   end 
   reg[7:0] counter_transmit;
   always @(negedge sclk or posedge cs) begin 
        if(cs) begin miso_flow <=0; counter_transmit <=0; end 
        else begin 
            if(data_transmit) begin
                 if(counter_transmit >=15) begin miso_flow <= miso_flow;   end 
                 else begin 
                    counter_transmit <= counter_transmit+1; 
                    miso_flow <= data_transmit[14-counter_transmit];
                 end
            end 
        end 
   end
   assign miso = (select_miso) ? miso_flow : miso_start;
   always @(negedge sclk or posedge cs) begin 
        if(cs) begin latch_data_write <=0;end
        else begin 
            if(counter_sclk == 23 && data_in_test[23:16] == 8'h00) begin 
                latch_data_write <=1;
            end 
            else begin 
                if(!RW_Select) begin 
                    if(counter_sclk == 23) begin latch_data_write <=1; end 
                    else begin latch_data_write <=0; end 
                end
            end
        end 
   end 
   always @(posedge latch_data_write) begin 
        case(data_in_test[23:16])
            8'h00: mode_read_write <= data_in_test[15:0];
            8'h01: config_mode <= data_in_test[15:0];
            8'h02: data_value <= data_in_test[15:0];
            default:
                begin 
                    mode_read_write <= mode_read_write; 
                    config_mode <= config_mode;
                    data_value <= data_value;
                end 
        endcase
   end 
endmodule
</file>
<file path="flow/constraint.sdc">
current_design SPI_Slave_24bit_Protocol

set clk_period 5.5
set clk_io_pct 0.2

create_clock -name clk0 -period $clk_period [get_ports {sclk}]

set non_clock_inputs [all_inputs -no_clocks]
set_input_delay [expr $clk_period * $clk_io_pct] -clock clk0 $non_clock_inputs
set_output_delay [expr $clk_period * $clk_io_pct] -clock clk0 [all_outputs]
</file>
<file path="flow/config.mk">
export PLATFORM = sky130hd
export DESIGN_NAME = SPI_Slave_24bit_Protocol
export DESIGN_NICKNAME = SPI_Slave_24bit_Protocol
export VERILOG_FILES = /design/flow/design.v
export SDC_FILE = /design/flow/constraint.sdc
export NUM_CORES = 4
export LEC_CHECK = 1
export CORE_UTILIZATION = 40
</file>
<file path="flow/run.sh">
#!/bin/bash
# OpenROAD 26Q1-2900-gdf79404cd8, Yosys 0.63+post, stock flow scripts
make -C /OpenROAD-flow-scripts/flow DESIGN_CONFIG=/design/flow/config.mk WORK_HOME=/design/flow/orfs finish
</file>
==> impl_metrics.toml <==
# synthesis and place-and-route metrics
[floorplanning]
dieArea_sq_um = 12500
die_w_microns = 112
initial_core_util_pct = 41.7
num_rows = 39
io-pin-count = 46
core_area_sq_um = 11600
dieHeight_microns = 112

[clocking]
ctsHoldBuffers = 0
path_clk_slew_ns = 0.04
cts_max_level = 3
cts_buffers = 9
clock_path_buffers = 2
clkLatencyLatePin_ns = 0.34
cts_root_buffer = "clkbuf_16"
postCtsSetupBuffers = 0
post_cts_resized = 0
tritoncts = "built"

[run]
maxCapViolCount = 0
warnings = 27

[synthesis]
yosysWarnings = 1
ys_cells = 380
synth.logic.top_family = "AND-OR/OR-AND gates"
top_cell_area_share_pct = 29.8
topCellsByArea = "edfxtp_1, dfrtp_1, dfrtn_1, nor2_1, a32oi_1"
mux_share_pct = 4.88
synthAoiAreaFrac_pct = 12.5
synthFlopType = "edfxtp_1"
ys_sh_xor_pct = 1.45
netlist_top_cells_count = "edfxtp_1, dfrtp_1, nor2_1"
synth-edff-count = 48
syn_area_per_cell_sq_um = 12.7
synth.cellmix.adderShare_pct = 1.03
most_common_cell = "edfxtp_1"
seq_area_frac_synth_pct = 65.0
ys_sh_simple_pct = 9.92
synthArstFlopShare_pct = 58.6
synth.distinct_cells = 45
synth_flops = 116
synth_top_cell_by_area = "edfxtp_1"
yosysChipArea_sq_um = 4840
synthCells = 380
synth_area_sq_um = 4840

[power]
power_density_nw_per_um2 = 236
ir_worst_vdd_v = 0.000118
p_leak_nw = 2.27

[critical_path]
cp-end-kind = "output pin"
arrival_ns = 4.25
worstSetupPathType = "flip-flop to output pin"
cp-start-kind = "flip-flop"
crit_required_ns = 4.40
cp_max_fo = 2

[detailed_routing]
drc_errors = 0
drt_iter0_drc = 143
num_vias = 3082
drt-total-wl_microns = 9320
antenna_left = 0
insertedDiodeCount = 0
wl_per_cell_microns = 16.3
via_per_inst = 5.41
firstDrtPassIters = 15

[timing]
slew_violations = 0
setup_violations = 0
unclocked_pins = 48
relSlewSlack_pct = 55.6
finalHoldViolCount = 0
timing.hold.ws_ns = 0.316
untimed_endpoints = 96
tns_ns = 0
rsz0062_at_grt = "no"
worst_pin_slew_ns = 0.665
clock_skew_ns = 0.0103

[min_path]
hold_class = "flip-flop to flip-flop"

[global_routing]
grt_pass1_wl_microns = 15400
grtUsageTotal_pct = 16.6
antenna_found_initial = 0
grt_pass1_vias = 2976
grt_overflow_total = 0
grt_max_degree = 65

[placement]
io_buffers = 45
hpwl_microns = 6040
globalplace.congestion = 0.788

[cells_and_area]
drive_gt1_share_pct = 12.4
area_delta_synth_final_pct = 19.1

[status]
outcome = "finished clean"
==> critical path, cell delays in order, from the launching register on <==
cell and delay, ns:
dfrtn_1 0.42, mux2_2 0.34, clkdlybuf4s50_1 0.40
==> flip-flops by register name, summed over array words and instances, names as in the netlist, 8 cells and up <==
name,cells
data_value,16
counter_transmit,8
counter_sclk,8
data_transmit,16
data_in_test,24
mode_read_write,16
raddr,8
config_mode,16
==> layout make-up <==
| cell class | instances | area, sq um |
|---|---|---|
| well taps | 143 | 179 |
| fillers | 996 | 5850 |
| flip-flops and latches | 116 | 3150 |
| clock inverters | 4 | 48.8 |
| repair buffers | 58 | 548 |
| inverters | 34 | 128 |
| multi-input cells | 203 | 1470 |
| clock buffers | 12 | 246 |
==> layout by cell type, fill, tap and decap left out, types with 2 or more instances in the layout <==
cell type        count
edfxtp_1            48
clkdlybuf4s50_1     45
dfrtp_1             37
nor2_1              36
inv_1               33
dfrtn_1             28
o21ai_0             17
nor2b_1             16
a32oi_1             15
a41oi_1             15
o22ai_1             15
o31ai_1             15
buf_4               13
mux2_2              11
clkbuf_16            9
nor4_1               5
xnor2_1              5
nand2_1              5
mux4_2               5
ha_1                 4
nand4_1              3
nand3_1              3
a21oi_1              3
xor2_1               3
nor3b_2              3
dfstp_2              3
conb_1               3
and3_1               2
nor3b_1              2
clkbuf_1             2
clkinvlp_4           2
==> worst paths after layout <==
check | depth (start not counted) | startpoint | to | slack (ns)
max reg2reg | 5 | counter_sclk[1]$_DFF_PP0_ | data_transmit[0]$_DFFE_NP0P_ | 0.64
max in group asynchronous | 2 | cs | counter_transmit[6]$_DFFE_NP0P_ | 1.22
max | 2 | select_miso$_DFFE_NP0P_ | miso | 0.15
min reg2reg | 0 | counter_transmit[6]$_DFFE_NP0P_ | counter_transmit[6]$_DFFE_NP0P_ | 0.32
min | 0 | counter_transmit[6]$_DFFE_NP0P_ | counter_transmit[6]$_DFFE_NP0P_ | 0.32
min in group asynchronous | 2 | cs | data_in_test[16]$_DFF_PP0_ | 1.19
==> metal layers <==
| layer | global-route usage (%) | part of all wire (%) |
|---|---|---|
| met1 | 27.0 | 48 |
| met2 | 24.9 | 47 |
| met3 | 4.24 | 4.0 |
| met4 | 2.58 | 1.8 |
| met5 | 0 | 0 |
==> power by group <==
part	internal (W)	switching (W)	total (W)
clock network	0.000362	0.000212	0.000574
logic	0.000126	0.0000718	0.000198
registers	0.000545	0.0000462	0.000591
==> metrics by stage <==
stage	utilization, %	std cells	power, W	cell area, sq um	setup slack (ns)
after global routing	49.6	570	0.00143	5770	0.102
after global placement	47.1	554	0.000797	5470	0.519
after detailed placement	47.1	554	0.000800	5470	0.505
final	49.6	570	0.00136	5770	0.149
after floorplan	-	382	0.000742	4850	0.0532
after CTS	49.6	570	0.00138	5770	0.135
==> cell families after synthesis <==
kind of cell / Yosys count
AND-OR/OR-AND: 84
XOR/XNOR: 8
adder cells (fa/ha/maj): 4
buffers and inverters: 63
flip-flops: 116
multiplexers: 16
other: 1
AND/OR/NAND/NOR: 88
Power figures rest on the tool's default switching activity, not on a simulated workload.
